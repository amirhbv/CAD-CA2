### /design/flow/run.sh
#!/bin/bash
# OpenROAD 26Q1-2900-gdf79404cd8, Yosys 0.63+post, stock flow scripts
make -C /OpenROAD-flow-scripts/flow DESIGN_CONFIG=/design/flow/config.mk WORK_HOME=/design/flow/orfs finish
### /design/flow/config.mk
export PLATFORM = sky130hd
export DESIGN_NAME = Counter
export DESIGN_NICKNAME = Counter
export VERILOG_FILES = /design/flow/design.v
export SDC_FILE = /design/flow/constraint.sdc
export NUM_CORES = 4
export LEC_CHECK = 1
export CORE_UTILIZATION = 50
### /design/flow/constraint.sdc
current_design Counter

set clk_period 260.5
set clk_io_pct 0.2

create_clock -name clk0 -period $clk_period [get_ports {clk}]

set non_clock_inputs [all_inputs -no_clocks]
set_input_delay [expr $clk_period * $clk_io_pct] -clock clk0 $non_clock_inputs
set_output_delay [expr $clk_period * $clk_io_pct] -clock clk0 [all_outputs]
### /design/flow/design.v
`timescale 1ns/1ns
module Counter #(parameter WORD_LENGTH = 32) (
    input clk,
    input rst,
    input en,
    input [WORD_LENGTH - 1:0] max,
    output overflow,
    output [WORD_LENGTH - 1:0] out
);
    wire [WORD_LENGTH - 1:0] pre;
    assign out = (pre + en) % max;
    assign overflow = ((pre == max - 1) & (en));
	Register #(.WORD_LENGTH(WORD_LENGTH)) counter_register(
		.clk(clk),
        .rst(rst),
		.ld(en),
		.in(out),
		.out(pre)
	);
endmodule
`timescale 1ns/1ns
module Register #(parameter WORD_LENGTH = 5 * 5) (
	input clk,
    input rst,
    input ld,
	input [WORD_LENGTH - 1:0] in,
	output reg [WORD_LENGTH - 1:0] out
);
	always@(posedge clk, posedge rst) begin
		if (rst) begin
			out <= 0;
		end else if (ld) begin
			out <= in;
		end
	end
endmodule
==> impl_metrics.json <==
{
  "flop_cell": "dfrtp_1",
  "die-width_microns": 261.7,
  "grt_overflow": 0,
  "fin_area_sq_mm": 0.03600,
  "fp.coreArea_sq_mm": 0.06622,
  "via_count": 38310,
  "ctsHoldBuffers": 0,
  "largest_reg_flops": 32,
  "finalSetupViolCount": 0,
  "combGateArea_sq_mm": 0.03165,
  "fp_util_pct": 50.92,
  "chipArea_sq_mm": 0.06847,
  "setup_ws_ns": 73.84,
  "utilization_pct": 54.37,
  "place_hpwl_microns": 115700,
  "yosysUniqueCellTypes": 112,
  "cts_tree": "yes",
  "synth_seq_share_pct": 2.375,
  "cp_data_required_time_ns": 208.40,
  "drive_gt1_share_pct": 7.264,
  "min_period_over_period_pct": 71.65,
  "fin_worst_skew_ns": 0.007355,
  "avgSynthCellArea_sq_um": 6.869,
  "holdWs_ns": 0.5945,
  "yosys_warnings": 1,
  "cp_top_family": "AND-OR/OR-AND gates",
  "cp_max_fo": 40,
  "crit_type": "input port to output pin",
  "rsz0062_at_grt": "false",
  "drc": 0,
  "antenna_found_initial": 0,
  "dp_slack_ns": 76.19,
  "cp_slowest_stage_delay_ns": 0.84,
  "grt_pass1_vias": 34780,
  "tightest_slew_ns": 1.080,
  "p_leak_nw": 16.20,
  "viasPerCell": 6.582,
  "synth_cells": 4908,
  "cts.sinks": 32,
  "die_y_microns": 261.7,
  "n_fill_cell": 6660,
  "rows": 94,
  "synthesis.area_sq_mm": 0.03371,
  "cp-start-kind": "input port",
  "cts_max_level": 2,
  "finalHoldViolations": 0,
  "warnings": 27,
  "run_status": "finished clean",
  "ioPinCount": 68,
  "seqCellArea_sq_um": 800.8,
  "synth-edff-count": 0,
  "yosys-stat-area_sq_mm": 0.03371,
  "grt_pass1_wl_microns": 211700,
  "worst_path_most_repeated_cell": "ha_1",
  "grt_max_degree": 53,
  "reg.largest.list": "counter_register.out x32",
  "gp_congestion": 1.106,
  "dr.pass1.iters": 8,
  "slew_headroom_pct": 27.22,
  "synthArstFlopShare_pct": 100.0,
  "grt_util_all_layers_pct": 41.12,
  "wl_per_cell_microns": 24.40,
  "drv_slew": 0,
  "fmax_mhz": 5.357,
  "arrival_ns": 134.56,
  "drt_wl_total_microns": 142000,
  "place_area_sq_mm": 0.03582,
  "power_density_mw_per_mm2": 15.06,
  "slowest_stage": "nor3_1",
  "tns_ns": 0,
  "cp-end-kind": "output pin",
  "cts_repair_resize_count": 0,
  "port-buffer-count": 67,
  "postCtsSetupBuffers": 0,
  "area_growth_pct": 6.784,
  "antenna_cells": 0,
  "vdd_drop_max_uv": 24.19,
  "clkSlewWorstSetupHoldPaths_ns": 0.05,
  "root_buffer": "clkbuf_16",
  "drt-initial-drc-count": 3667,
  "largest-register": "counter_register.out",
  "numCtsBuffers": 5,
  "yosys_cells": 4908,
  "period_needed_ns": 186.66,
  "clock.latency.late_pin_ns": 0.28,
  "ys_ff": 32,
  "critical_path_buf_inv_count": 27,
  "maxCapViolCount": 0,
  "hold_class": "register to register",
  "clk_path_buf_depth": 2,
  "ant_nets": 0
}
[area by class of cell]
| class | instances | area share [%] |
|---|---|---|
| Clock inverter | 1 | 0.08341 |
| Multi-Input combinational cell | 4529 | 87.91 |
| Timing Repair Buffer | 179 | 4.184 |
| Tap cell | 864 | 3.003 |
| Sequential cell | 32 | 2.224 |
| Clock buffer | 7 | 0.4240 |
| Inverter | 208 | 2.169 |
[final timing paths]
| kind | from | endpoint | slack [ns] | cells after the start |
|---|---|---|---|---|
| max in group asynchronous | rst | counter_register.out[18] | 207.96 | 3 |
| worst max-delay path | max[30] | out[22] | 73.84 | 296 |
| worst min-delay path | counter_register.out[0] | counter_register.out[0] | 0.59 | 1 |
| worst max register to register | counter_register.out[2] | counter_register.out[17] | 178.50 | 296 |
| worst min register to register | counter_register.out[0] | counter_register.out[0] | 0.59 | 1 |
| min in group asynchronous | rst | counter_register.out[28] | 52.22 | 3 |
[logic make-up after synthesis]
family | after synthesis | synth area share [%]
buffers and inverters | 347 | 3.971
DFF | 32 | 2.375
xor gates and xnor gates | 442 | 11.48
adders and majority gates | 534 | 19.84
muxes | 109 | 3.585
and+or+nand+nor | 1762 | 25.32
AOI/OAI and AO/OA | 1682 | 33.43
[power breakdown]
part           switching (W)  internal (W)  leakage (nW)
Sequential        0.00000689    0.00000786         0.369
Clock             0.00000219    0.00000503        0.0901
Combinational       0.000298      0.000222          15.7
Total               0.000308      0.000235          16.2
[cells in the mapped netlist (16+ instances only)]
cell | number | share of area, %
a21boi_0 | 26 | 0.58
o31a_1 | 16 | 0.42
nor4_1 | 38 | 0.71
nand2b_1 | 51 | 0.95
o21bai_1 | 51 | 1.1
o21ai_0 | 296 | 4.4
nor2_1 | 471 | 5.2
buf_2 | 25 | 0.37
inv_1 | 207 | 2.3
nand2_1 | 497 | 5.5
mux2_2 | 82 | 2.7
nor2b_1 | 50 | 0.93
dfrtp_1 | 32 | 2.4
and3_1 | 56 | 1.0
xor2_1 | 172 | 4.5
o22ai_1 | 30 | 0.56
nand4_1 | 53 | 0.98
a221oi_1 | 16 | 0.42
a211oi_1 | 56 | 1.2
or4_1 | 18 | 0.40
a21oi_1 | 410 | 6.1
and2_1 | 43 | 0.80
o21a_1 | 135 | 3.0
mux2i_1 | 24 | 0.71
nor3_1 | 162 | 2.4
nor3b_1 | 18 | 0.40
or3_1 | 54 | 1.0
a211o_1 | 16 | 0.42
o21ai_1 | 30 | 0.45
clkbuf_1 | 92 | 1.0
a21o_1 | 185 | 4.1
or2_2 | 51 | 0.95
xnor2_1 | 270 | 7.0
a31oi_1 | 70 | 1.3
ha_1 | 533 | 20
nand3_1 | 136 | 2.0
o211a_1 | 18 | 0.53
o211ai_1 | 66 | 1.5
buf_1 | 20 | 0.22
o31ai_1 | 40 | 0.89
[placed cells by master, fill, tap and decap left out, drive strengths merged, types with 58 or more instances in the layout]
| master | count |
|---|---|
| xor2 | 172 |
| nor2 | 472 |
| a21oi | 415 |
| a211oi | 58 |
| clkdlybuf4s50 | 66 |
| nand3 | 136 |
| nor3 | 167 |
| xnor2 | 270 |
| o21a | 135 |
| inv | 207 |
| mux2 | 85 |
| nand2 | 497 |
| o211ai | 68 |
| a31oi | 75 |
| buf | 113 |
| o21ai | 328 |
| ha | 533 |
| a21o | 186 |
[routing by layer]
metal / GRT usage [%] / wire [microns] / up-vias
met5: 0 / 0 / -
met4: 17.88 / 7733 / 0
met3: 6.112 / 12010 / 391
met2: 64.33 / 61510 / 1755
met1: 56.23 / 60750 / 17650
li1: - / - / 18510
[metrics by stage]
stage,std cells,power (W)
floorplan,4908,0.0003804
global placement,5812,0.0005266
detailed placement,5812,0.0005223
CTS,5820,0.0005332
global route,5820,0.0005914
finish,5820,0.0005423
[worst register-to-register path, delay by kind of cell, from the launching register on]
kind / cells / cell delay, ns
and+or+nand+nor: 74 / 18.46
DFF: 1 / 0.61
buffers and inverters: 24 / 6.36
AOI/OAI and AO/OA: 160 / 43.92
xor gates and xnor gates: 1 / 0.29
muxes: 5 / 2.00
adders and majority gates: 32 / 10.35
Power figures rest on the tool's default switching activity, not on a simulated workload.
