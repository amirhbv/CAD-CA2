### flow/config.mk
export PLATFORM = sky130hd
export DESIGN_NAME = Controller
export DESIGN_NICKNAME = Controller
export VERILOG_FILES = /design/flow/design.v
export SDC_FILE = /design/flow/constraint.sdc
export NUM_CORES = 4
export LEC_CHECK = 1
export CORE_AREA = 10 10 70 70
export DIE_AREA = 0 0 80 80
### flow/constraint.sdc
current_design Controller

set clk_period 1.0
set clk_io_pct 0.2

create_clock -name clk0 -period $clk_period [get_ports {clk}]

set non_clock_inputs [all_inputs -no_clocks]
set_input_delay [expr $clk_period * $clk_io_pct] -clock clk0 $non_clock_inputs
set_output_delay [expr $clk_period * $clk_io_pct] -clock clk0 [all_outputs]
### flow/design.v
`timescale 1ns/1ns
module Controller(
    input clk,
    input rst,
    input start,
    input datapath_done,
    output reg dataset_reset,
	output reg done,
	output reg write,
	output reg count
);
    reg [2 - 1:0] ns, ps;
    parameter [2 - 1:0]
        IDLE = 0,
        START = 1,
        COUNT = 2,
        DONE = 3;
    always @(posedge clk, posedge rst) begin
        if (rst) ps <= IDLE;
        else ps <= ns;
    end
    always @ (ps, start, datapath_done) begin
        case (ps)
            IDLE      : ns = start ? START : IDLE;
            START     : ns = COUNT;
            COUNT     : ns = datapath_done ? DONE : COUNT;
            DONE      : ns = IDLE;
            default: ns = IDLE;
        endcase
    end
    always @ (ps) begin
        dataset_reset = 1'b0;
        done = 1'b0;
        write = 1'b0;
        count = 1'b0;
        case (ps)
            IDLE: begin
                dataset_reset = 1'b1;
            end
            START: begin
                write = 1'b1;
            end
            COUNT: begin
                write = 1'b1;
                count = 1'b1;
            end
            DONE: begin
                done = 1'b1;
            end
        endcase
    end
endmodule
### flow/run.sh
#!/bin/bash
# OpenROAD 26Q1-2900-gdf79404cd8, Yosys 0.63+post, stock flow scripts
make -C /OpenROAD-flow-scripts/flow DESIGN_CONFIG=/design/flow/config.mk WORK_HOME=/design/flow/orfs finish
==> results.sh <==
# flow metrics
export IMPL_status="complete, but fails checks"
export IMPL_violations="setup timing"
export IMPL_clock_latency_ns=0.24
export IMPL_gp_congestion=0.663
export IMPL_critical_path_top_delay_family="flip-flops"
export IMPL_cts_tree="yes"
export IMPL_grt_max_degree=5
export IMPL_die_x_um=80
export IMPL_cts_inserted_buffers=3
export IMPL_clock_root_buffer="clkbuf_4"
export IMPL_ys_sh_aoi=0.0916
export IMPL_hold_class="input pin to async pin"
export IMPL_top_cell_area_share=0.458
export IMPL_crit_fanout=2
export IMPL_wirelength_um=508
export IMPL_num_vias=155
export IMPL_clk_pin_slew_ns=0.04
export IMPL_m1WireLength_um=210
export IMPL_relSlewSlack=0.895
export IMPL_power_density_nw_per_um2=1120
export IMPL_holdBufCountCts=0
export IMPL_wl_per_cell_um=6.60
export IMPL_synth_area_yosys_um2=164
export IMPL_wl_met2_um=144
export IMPL_fin_crit_sh=1.21
export IMPL_ys_seq_share=0.618
export IMPL_ys_seq_elements=4
export IMPL_fin_cells=77
export IMPL_min_period_ns=1.21
export IMPL_initCoreUtil=0.0480
export IMPL_path_buffers=2
export IMPL_path_class="flip-flop to output pin"
export IMPL_cap_viol_max_count=0
export IMPL_drt_pass1_iter_count=2
export IMPL_yosys_area_top_type="dfrtp_1"
export IMPL_synth_warning_count=1
export IMPL_setup_violations=4
export IMPL_row_count=21
export IMPL_hpwl_um=387
export IMPL_endpoint_kind="output pin"
export IMPL_slowest_stage="dfstp_2"
export IMPL_fmax_mhz=826
export IMPL_h_tree_depth=1
export IMPL_yosysUniqueCellTypes=7
export IMPL_final_util=0.106
export IMPL_area_leaders="dfrtp_1 46%, dfstp_2 16%, nor3_2 12%"
export IMPL_fin_skew_ns=0.00280
export IMPL_worst_ep_arrival_time_ns=1.01
export IMPL_fin_ws_ns=-0.211
export IMPL_top_layer="met3"
export IMPL_dp_cells=69
export IMPL_largest_reg_flops=4
export IMPL_syn2layout_area_growth_pct=121
export IMPL_track_usage=0.0192
export IMPL_core_area_um2=3420
export IMPL_synthesis_area_per_instance_um2=11.7
export IMPL_ant_nets=0
export IMPL_top_regs="ps: 4 flops"
export IMPL_gr_total_overflow=0
export IMPL_cts_sinks=4
export IMPL_worstPathCellList="buf_6 -> nor3_2 -> buf_2"
export IMPL_top_register="ps"
export IMPL_ir_worst_vdd_mv=0.272
export IMPL_stdcell_area_um2=363
export IMPL_ioPinCount=8
export IMPL_rsz0062_at_grt="true"
export IMPL_syn_inst=14
export IMPL_slowest_delay_ns=0.54
export IMPL_p_leak_nw=0.173
export IMPL_synthSimpleGateAreaFrac=0.221
export IMPL_logic_family="simple AND/OR/NAND/NOR gates"
export IMPL_hold_violations=0
export IMPL_dpl_instance_area_um2=307
export IMPL_fill_cells=404
export IMPL_diodes=0
export IMPL_grt_pass1_vias=190
export IMPL_dieHeight_um=80
export IMPL_viasPerCell=2.01
export IMPL_tightest_slew_ns=0.157
export IMPL_cp_start_kind="flip-flop"
export IMPL_drive_above_1_share=0.548
export IMPL_cp_required_ns=0.80
export IMPL_io_buffers=7
export IMPL_mux_area_frac=0
export IMPL_grt_pass1_wl_um=883
export IMPL_yosys_cells=14
export IMPL_clockBufferDepth=2
export IMPL_drc_errors=0
export IMPL_drv_slew=0
export IMPL_antenna_found_initial=0
export IMPL_tool_warnings=27
export IMPL_wl_met3_um=153
export IMPL_drt_iter0_markers=4
export IMPL_ys_sh_xor=0
export IMPL_synth_adder_area_share=0
export IMPL_syn_area_um2=164
export IMPL_r2r_setup_slack_ns=0.08
export IMPL_die_area_um2=6400
-- stage by stage --
step	TNS [ns]	hold slack, ns	total power [W]	setup WS [ns]
2_1_floorplan	0	-0.0346	0.000169	0.247
3_3_place_gp	-0.902	0.392	0.000182	-0.305
3_5_place_dp	-0.949	0.397	0.000183	-0.303
4_1_cts	-0.803	0.136	0.000416	-0.251
5_1_grt	-0.940	0.139	0.000439	-0.255
6_report	-0.709	0.142	0.000406	-0.211
-- cell type report --
type / count / area, µm² / share of cell area
multi-input combinational: 7 / 53.8 / 0.148
timing repair buffer: 13 / 111 / 0.307
clock buffer: 4 / 26.3 / 0.0724
sequential: 4 / 103 / 0.283
inverter: 3 / 11.3 / 0.0310
tap: 46 / 57.6 / 0.159
-- placed cells by master (no fill, tap or decap) --
master,instances
inv_1,3
clkbuf_4,3
clkdlybuf4s50_1,3
buf_2,3
buf_4,3
buf_6,3
and2_1,2
a21o_1,2
nor3_2,2
dfrtp_1,2
nor2_2,1
clkbuf_1,1
clkdlybuf4s15_1,1
dfstp_2,1
dfrtp_2,1
-- cell usage after synthesis --
master,count
dfstp_2,1
nor3_2,2
nor2_1,1
dfrtp_1,3
a21o_1,2
inv_1,3
and2_1,2
-- what timing repair did --
action                                 in CTS  in global routing
gates cloned                                0                  0
setup buffers                               4                  0
pin swaps                                   2                  1
endpoints found under the hold margin       0                  0
setup endpoints to repair                   4                  4
resized                                    16                  1
-- metal layers --
layer,up-vias,global-route usage
met5,-,0
met2,10,0.0193
li1,77,-
met4,0,0.00176
met1,68,0.0200
met3,0,0.0318
-- worst paths after layout --
check                      cells past startpoint     to  startpoint
max in group asynchronous                      2  ps[0]         rst
hold / removal                                 2  ps[1]         rst
min in group clk0                              1  ps[1]       ps[2]
setup reg to reg                               3  ps[2]       ps[0]
hold reg to reg                                1  ps[1]       ps[2]
setup / recovery                               3  count       ps[0]
-- logic make-up (layout without fill, tap and decap cells) --
group / Yosys count / in the layout
AND-OR/OR-AND: 2 / 2
buffers and inverters: 3 / 20
flip-flops: 4 / 4
AND/OR/NAND/NOR: 5 / 5
-- power by group --
group	total, W	switching [W]	internal [W]	leakage, nW
clock	0.000226	0.0000752	0.000150	0.0150
combinational	0.0000177	0.00000653	0.0000112	0.108
sequential	0.000163	0	0.000163	0.0506
total	0.000406	0.0000817	0.000324	0.173
Power figures rest on the tool's default switching activity, not on a simulated workload.
